<file path="design/flow/constraint.sdc">
current_design CPU

set clk_period 32.7
set clk_io_pct 0.2

create_clock -name clk0 -period $clk_period [get_ports {clk}]

set non_clock_inputs [all_inputs -no_clocks]
set_input_delay [expr $clk_period * $clk_io_pct] -clock clk0 $non_clock_inputs
set_output_delay [expr $clk_period * $clk_io_pct] -clock clk0 [all_outputs]
</file>
<file path="design/flow/run.sh">
#!/bin/bash
# OpenROAD 26Q1-2900-gdf79404cd8, Yosys 0.63+post, stock flow scripts
make -C /OpenROAD-flow-scripts/flow DESIGN_CONFIG=/design/flow/config.mk WORK_HOME=/design/flow/orfs finish
</file>
<file path="design/flow/design.v">
module ALU (
    input [31:0] A,          
    input [31:0] B,          
    input [3:0] ALUControl,  
    output reg [31:0] Result,   
    output reg Zero          
);
    always @ (A, B, ALUControl) begin
        case (ALUControl)
            4'b0000: Result = A + B;           
            4'b0001: Result = A - B;           
            4'b0010: Result = A & B;           
            4'b0011: Result = A | B;           
            4'b0100: Result = A ^ B;           
            4'b0101: Result = ~(A | B);        
            default: Result = 32'b0;           
        endcase
        Zero = (Result == 32'b0);   
    end
endmodule
module CPU (
    input clk,               
    input reset,             
    input [3:0] ALUControl,  
    input [3:0] readReg1,    
    input [3:0] readReg2,    
    input [3:0] writeReg,    
    input [31:0] writeData,  
    input writeEnable,       
    output [31:0] ALUResult,  
    output Zero              
);
    wire [31:0] readData1;
    wire [31:0] readData2;
    RegisterFile regFile (
        .clk(clk),
        .reset(reset),
        .readReg1(readReg1),
        .readReg2(readReg2),
        .writeReg(writeReg),
        .writeData(writeData),
        .writeEnable(writeEnable),
        .readData1(readData1),
        .readData2(readData2)
    );
    ALU alu (
        .A(readData1),
        .B(readData2),
        .ALUControl(ALUControl),
        .Result(ALUResult),
        .Zero(Zero)
    );
endmodule
module RegisterFile (
    input clk,                
    input reset,              
    input [3:0] readReg1,     
    input [3:0] readReg2,     
    input [3:0] writeReg,     
    input [31:0] writeData,   
    input writeEnable,        
    output [31:0] readData1,  
    output [31:0] readData2   
);
    reg [31:0] registers [0:15];
    always @ (posedge clk or posedge reset) begin
        if (reset) begin
            integer i;
            for (i = 0; i < 16; i = i + 1)
                registers[i] = 32'b0;
        end else if (writeEnable) begin
            registers[writeReg] = writeData;   
        end
    end
    assign readData1 = registers[readReg1];
    assign readData2 = registers[readReg2];
endmodule
</file>
<file path="design/flow/config.mk">
export PLATFORM = sky130hd
export DESIGN_NAME = CPU
export DESIGN_NICKNAME = CPU
export VERILOG_FILES = /design/flow/design.v
export SDC_FILE = /design/flow/constraint.sdc
export NUM_CORES = 4
export LEC_CHECK = 1
export CORE_UTILIZATION = 50
</file>
==> Changelog: implementation <==
## Flow update

* Run status: complete, no violations
* Leakage at 14.6 nW
* Power share of the clock group at 29.7%
* Log Warnings at a little under 60
* Vias in the first global route at between 20000 and 30000
* Site Rows at 91
* Die Y-Extent at 252 um
* Hold Path Cell Cnt at 1
* DP HPWL at just over 80 mm
* Final Hold Violation Tally at 0
* R2R Path Start: regFile.registers[5][4]
* Worst Path Required at 26.16 ns
* EDFF count, synth at 0
* HP Class: register to register
* Sequential Power Share at between 40% and 50%
* Worst-Margin Slew at 1.02 ns
* Post-route cell area at between 30000 and 40000 um^2
* Yosys cell count at just under 3000
* Yosys cell types at around 80
* Int Pwr at 1.46 mW
* CTS tree: yes
* Fillers at 5026
* Via count at 27100
* DIE AREA at approximately 63000 um^2
* CTS Buffer Depth at 3
* Syn Area/Cell at 10.6 um^2
* Post-synth ARST share at 100%
* Antenna violation net count after detailed routing at 0
* Worst r2r dst: regFile.registers[5][4]
* Area added between synthesis and finish at 12.2%
* Crit. End Element: primary output
* Final setup viols at 0
* NetSw at around 0.74 mW
* Crit start category: primary input
* I/O pins at between 80 and 90
* Crit Path Class: primary input to primary output
* Clock Root Buffer: clkbuf_16
* Core area at between 60000 and 70000 um^2
* Largest net degree at the start of global routing at 84
* Max VDD drop at roughly 48 uV
* Crit-path slowest cell: buf_4
* Clock sinks at 512
* Crit path largest cell delay at around 0.65 ns
* Top achievable clock speed at 43.9 MHz
* 1st-iter DRT viols at 3104
* Flop2flop setup slack at between 30 and 40 ns
* RD Place Congestion at roughly 1.0
* RSZ-0062 raised after global routing: no
* Avg WL per Cell at around 34 um
* Global-route wire length before repair at about 190 mm
* IO buf count at 83
* Sw Share at between 30% and 40%
* Yosys stat area at approximately 31000 um^2
* Cell area after synthesis at between 30000 and 40000 um^2
* Gr usage total at 42.6%
* Proportion of layout cells with a drive suffix above 1 at a little over a quarter
* Worst-Skew Late Latency at ~0.62 ns
* Clock Pin Slew Worst Setup and Hold Paths at roughly 0.06 ns
* DR vias/cell at 7.13
* Post-CTS Resized at 0
* Post-layout period usage at a little over two thirds
* Yosys reg bits at 512
* Hold_buf cts at 0
* Area leader share at between 40 and 50%
* Power per cell area at about 63 nW/um^2
* Initial antenna violation count at 2
* Fin crit period at between 20 and 25 ns
* Largest area contributor in the netlist: dfrtp_1
* Logic pwr share at 28.3%
* Synth Instances at between 2000 and 3000
* Clock Skew at 0 ns
* Placed cell area at ~33000 um^2
* Synth top area cells: dfrtp_1 41%, mux2_2 19%, a22oi_1 5.2%, ha_1 3.9%, clkbuf_1 2.5%
* Pre-Repair DR Iteration Count at 13
* Max_cap viols at 0
* Remaining global-route overflow at 0
* Critical Path AT at approximately 16 ns
* Register share after synthesis at around two fifths
* Setup TNS at 0 ns
* Max reg flops at between 500 and 600
* Depth of the worst register-to-register path at 1
* Pins Over Slew Limit at 0
* Die x size at ~250 um
* H-tree depth at 2
* Starting Density at between 50% and 60%
* Yosys warns at 3
* Hold path endpoint: regFile.registers[8][27]
* DRC viols at 0
* Main synth FF type: dfrtp_1
* Max FO, Critical Path at 47
* Post-detailed-routing wire length at 129 mm
* Hold Startpoint: regFile.registers[8][27]
* Post-CTS setup buffers at 0
* Most frequent CP cell: buf_4
* Num CTS Buffers at ~55
* Slew HR at around 32%
[stage by stage]
| step | utilization (%) | hold WS (ns) | power [mW] | cells | setup WS [ns] |
|---|---|---|---|---|---|
| after CTS | 56.8 | 0.527 | 2.19 | 3802 | 10.12 |
| after detailed placement | 53.7 | 0.514 | 1.54 | 3702 | 10.15 |
| final | 56.8 | 0.527 | 2.20 | 3805 | 9.94 |
| after floorplan | - | 0.493 | 1.31 | 2935 | 11.86 |
| after global routing | 56.8 | 0.547 | 2.30 | 3802 | 9.51 |
| after global placement | 53.7 | 0.507 | 1.53 | 3702 | 10.11 |
[power groups by stage]
stage	clock network (mW)	registers, mW	logic, mW
4_1_cts	0.660	0.920	0.611
5_1_grt	0.685	0.941	0.676
6_report	0.655	0.925	0.625
[worst max path at each step]
stage / start / endpoint / slack (ns) / cells past startpoint
after CTS: readReg2[2] / Zero / 10.12 / 27
after global routing: readReg2[2] / Zero / 9.51 / 27
final: readReg2[2] / Zero / 9.94 / 27
[Yosys cell counts (all sizes together), types with 11 or more instances]
cell	count
nand2b	26
mux2i	67
nor3	28
nand3	67
a221oi	60
o211ai	17
inv	86
xnor2	45
dfrtp	512
a21o	21
mux2	539
o21ai	92
a21oi	129
a32oi	18
nand4	53
o22a	35
nand2	98
clkbuf	210
o22ai	21
buf	52
nor2b	18
and3	16
a32o	11
a31oi	25
ha	96
or3	16
nand3b	12
nor4	11
a22o	62
a22oi	216
nor2	95
[cells in the final DEF, fill, tap and decap left out, types with 53 or more instances in the layout]
| cell type | synthesis | layout |
|---|---|---|
| a22oi_1 | 216 | 216 |
| inv_1 | 86 | 85 |
| o21ai_0 | 92 | 92 |
| clkdlybuf4s50_1 | 0 | 78 |
| nand3_1 | 67 | 67 |
| clkbuf_16 | 0 | 55 |
| ha_1 | 96 | 96 |
| nor2_1 | 95 | 75 |
| buf_4 | 1 | 113 |
| a22o_1 | 62 | 62 |
| mux2_2 | 539 | 539 |
| a21oi_1 | 129 | 129 |
| dfrtp_1 | 512 | 512 |
| a221oi_1 | 60 | 60 |
| mux2i_1 | 67 | 67 |
| nand4_1 | 53 | 53 |
| nand2_1 | 98 | 97 |
[layer usage]
| metal | GRT usage, % | up-vias | part of all wire, % |
|---|---|---|---|
| met3 | 23.0 | 562 | 16 |
| met1 | 56.4 | 13400 | 37 |
| met5 | 2.16 | - | 0.15 |
| li1 | - | 11200 | - |
| met4 | 18.1 | 4 | 5.9 |
| met2 | 58.8 | 1956 | 41 |
[worst max-delay path: cells and delay by family]
kind	cells	cell delay [ns]
AOI/OAI and AO/OA	10	2.40
xor gates and xnor gates	1	0.11
adders and majority gates	1	0.39
buffers and inverters	5	2.44
and+or+nand+nor	10	4.15
[logic make-up after synthesis]
logic type,share of synthesized area [%]
xor gates and xnor gates,1.29
AOI/OAI and AO/OA,19.4
adders and majority gates,3.92
muxes,21.8
DFF,41.1
and+or+nand+nor,8.27
buffers and inverters,4.26
[area by class of cell]
type                       instances  area, um^2  area share, %
antenna                            3        7.51         0.0215
clock buffer                      82        1620           4.63
clock inverter                    18         260          0.744
inverter                          87         334          0.955
multi-input combinational       2074       17300           49.3
sequential                       512       12800           36.6
tap                              837        1050           3.00
timing repair buffer             192        1630           4.67
Power figures rest on the tool's default switching activity, not on a simulated workload.
